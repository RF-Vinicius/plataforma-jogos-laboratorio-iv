<file path="flow/design.v">
module store #(
    parameter DWIDTH = 32  
  )(
    input wire clk,  
    input wire rst,  
    input wire [DWIDTH-1:0] data,  
    input wire [DWIDTH-1:0] mem_data,  
    input wire [DWIDTH-1:0] instr,  
    output reg [DWIDTH-1:0] stored_data,     
    output reg [DWIDTH-1:0] stored_mem_data, 
    output reg [DWIDTH-1:0] stored_instr     
  );
  always @(posedge clk or posedge rst)
  begin : STORE
    if (rst)
    begin
      stored_data <= 0;
      stored_mem_data <= 0;
      stored_instr <= 0;
    end
    else
    begin
      stored_data <= data;
      stored_mem_data <= mem_data;
      stored_instr <= instr;
    end
  end
endmodule
</file>
<file path="flow/run.sh">
#!/bin/bash
# OpenROAD 26Q1-2900-gdf79404cd8, Yosys 0.63+post, stock flow scripts
make -C /OpenROAD-flow-scripts/flow DESIGN_CONFIG=/design/flow/config.mk WORK_HOME=/design/flow/orfs finish
</file>
<file path="flow/config.mk">
export PLATFORM = sky130hd
export DESIGN_NAME = store
export DESIGN_NICKNAME = store
export VERILOG_FILES = /design/flow/design.v
export SDC_FILE = /design/flow/constraint.sdc
export NUM_CORES = 4
export LEC_CHECK = 1
export CORE_UTILIZATION = 40
</file>
<file path="flow/constraint.sdc">
current_design store

set clk_period 1.0
set clk_io_pct 0.2

create_clock -name clk0 -period $clk_period [get_ports {clk}]

set non_clock_inputs [all_inputs -no_clocks]
set_input_delay [expr $clk_period * $clk_io_pct] -clock clk0 $non_clock_inputs
set_output_delay [expr $clk_period * $clk_io_pct] -clock clk0 [all_outputs]
</file>
==> GITHUB_STEP_SUMMARY <==
## Synthesis and layout report

| Metric | Value |
|---|---|
| Global-route wire length before repair | `9.94 mm` |
| Ant diodes | `0` |
| Largest net degree at the start of global routing | `27` |
| Pwr dens | `1710 nW/um2` |
| Critical path required time | `800 ps` |
| Leakage | `2.01 nW` |
| Failing checks | `negative setup slack` |
| Hold path start | `instr[21]` |
| Sequential share of the synthesized area | `0.998` |
| Status | `complete, but fails checks` |
| Slew Limit Headroom | `0.874` |
| # Cells Yosys | `97` |
| Grt ovf | `0` |
| Wire per inst | `17.7 um` |
| Final Hold Vio Count | `0` |
| Hold depth | `1` |
| Initial antenna violation count | `0` |
| Placed Area | `4510 um2` |
| VDD IR-drop max | `0.00120 V` |
| Global placement routability congestion | `0.721` |
| Final min period | `1060 ps` |
| Hold WS | `283 ps` |
| Cells after Synth | `97` |
| Cell area after layout | `4230 um2` |
| Tightest Hold Check Type | `in2reg` |
| Slowest cell on crit path | `dfrtp_1` |
| Vias in the first global route | `1697` |
| Total setup buffers inserted after CTS | `0` |
| CP peak stage delay | `390 ps` |
| Yosys warnings | `1` |
| Distinct lib cells | `2` |
| Final setup vio count | `92` |
| Worst-path clk slew | `90 ps` |
| Die Y-Extent | `79.6 um` |
| Setup CP Type | `reg2out` |
| Port bufs | `193` |
| TritonCTS clock tree | `built` |
| Avg Vias per Cell | `4.23` |
| Tool Warnings | `29` |
| WP data arrival | `860 ps` |
| # IOs | `194` |
| Synthesized registers | `96` |
| Chip width | `79.6 um` |
| Clk buf depth | `2` |
| Layout cell share with drive strength beyond 1 | `0.371` |
| Floorplan utilization | `0.426` |
| Area of the multi-input gates | `0 um2` |
| P&R area growth vs syn | `75.8%` |
| Hold Path End | `stored_instr[21]$_DFF_PP0_` |
| Root Driver | `clkbuf_8` |
| Antenna Nets Post-Route | `0` |
| Setup_tns | `-1520 ps` |
| Crit end category | `output pin` |
| Cells along the critical path | `buf_2` |
| Total CTS buffers | `9` |
| RSZ-0062 raised after global routing | `yes` |
| Peak Freq | `941 MHz` |
| DIE AREA | `6330 um2` |
| Via Count | `1616` |
| Top cells by area | `dfrtp_1, inv_1` |
| Cell Area, Synth | `2410 um2` |
| CTS Sinks | `96` |
| CP delay by family, top | `flip-flops` |
| Max Slew Vio Count | `0` |
| Hpwl dp | `5.09 mm` |
| Power Total | `7.23 mW` |
| Multi-input gates | `0` |
| Max Cap Viol | `0` |
| Synth area leader | `dfrtp_1` |
| Final WL | `6.77 mm` |
| Top cell area share | `0.998` |
| Avg Inst Size Synth | `24.8 um2` |
| Yosys synthesis chip area | `2410 um2` |
| Worst Path Max Fanout | `1` |
| Setup ws final | `-63.1 ps` |
| Slew @ Worst Pin | `188 ps` |
| Total track usage | `0.234` |
| Detailed Routing Iterations Pass 1 | `4` |
| DRT iter0 DRCs | `51` |
| # rows | `27` |
| Buf/Inv on CP | `1` |
| CTS H-tree depth | `3` |
| Cycle use final | `1.06` |
| Post-route DRC | `0` |
| Setup crit start kind | `flip-flop` |
| Core Box Area | `5640 um2` |
-- layout by cell type (no fill, tap or decap) --
master	instances
clkinvlp_4	3
dfrtp_1	96
clkbuf_1	2
clkinv_4	1
buf_12	4
clkbuf_8	10
bufinv_16	1
clkdlybuf4s50_1	97
buf_2	96
-- Yosys cell counts --
cell / n
inv_1: 1
dfrtp_1: 96
-- cell families (layout without fill, tap and decap cells) --
logic type	after synthesis	in the layout	share of synthesized area
DFF	96	96	0.998
buffers and inverters	1	214	0.00156
-- report_power, final --
part | leakage (nW) | internal, mW | switching [mW]
registers | 1.12 | 4.07 | 0.0464
logic | 0.795 | 0.483 | 0.173
clock network | 0.0928 | 1.23 | 1.22
total | 2.01 | 5.78 | 1.44
-- metal layers --
layer / part of all wire / wire (um) / global-route usage
met4: 0.014 / 94 / 0.0345
met2: 0.52 / 3510 / 0.389
met5: 0 / 0 / 0
met1: 0.36 / 2450 / 0.335
met3: 0.11 / 718 / 0.0650
-- sequential cells by signal, summed over array words and instances (netlist names) --
signal and count:
stored_mem_data 32, stored_data 32, stored_instr 32
-- layout make-up --
class                 count  area, um2
Tap cell                 72       90.1
Timing Repair Buffer    197       1530
Clock buffer             12        145
Sequential cell          96       2400
Fill cell               392       1410
Inverter                  1       7.51
Clock inverter            4       53.8
-- repair_timing --
| item | in CTS | in global routing |
|---|---|---|
| setup endpoints to repair | 96 | 96 |
| gates resized | 296 | 0 |
| pin swaps | 0 | 0 |
| hold buffers | 0 | 0 |
-- worst max-delay path by stage --
stage                               from                to  slack [ps]  cells past startpoint
CTS            stored_data[16]$_DFF_PP0_   stored_data[16]         -80                      1
global route  stored_instr[18]$_DFF_PP0_  stored_instr[18]         -90                      1
finish         stored_data[16]$_DFF_PP0_   stored_data[16]         -60                      1
-- metrics by stage --
stage,setup WS [ps],std cells,util
after floorplan,-334,97,-
after global placement,5.53,366,0.800
after detailed placement,-46.4,366,0.800
after CTS,-82.0,382,0.750
after global routing,-87.6,382,0.750
final,-63.1,382,0.750
Power and IR drop assume default switching activity.
