<file path="flow/config.mk">
export PLATFORM = sky130hd
export DESIGN_NAME = DecodeEX
export DESIGN_NICKNAME = DecodeEX
export VERILOG_FILES = /design/flow/design.v
export SDC_FILE = /design/flow/constraint.sdc
export NUM_CORES = 4
export LEC_CHECK = 1
export CORE_UTILIZATION = 30
</file>
<file path="flow/constraint.sdc">
current_design DecodeEX

set clk_period 4.9
set clk_io_pct 0.2

create_clock -name clk0 -period $clk_period [get_ports {clk}]

set non_clock_inputs [all_inputs -no_clocks]
set_input_delay [expr $clk_period * $clk_io_pct] -clock clk0 $non_clock_inputs
set_output_delay [expr $clk_period * $clk_io_pct] -clock clk0 [all_outputs]
</file>
<file path="flow/design.v">
module DecodeEX (
    input wire clk,
    input wire reset,
    input wire [31:0] instruction,
    input wire [31:0] pcounter,
    input wire [3:0] Rflags,
    output reg [31:0] pc_next,
    output reg [3:0] ula_op,	
    output reg [26:0] imm,
    output reg enableLW,
    output reg enableSW,
    output reg [4:0] R, Rd, Rs, Rb
);
    parameter INST_LW   = 5'b00000;
    parameter INST_SW   = 5'b00001;
    parameter INST_MOV  = 5'b00010;
    parameter INST_ADD  = 5'b00011;
    parameter INST_SUB  = 5'b00100;
    parameter INST_MUL  = 5'b00101;
    parameter INST_DIV  = 5'b00110;
    parameter INST_AND  = 5'b00111;
    parameter INST_OR   = 5'b01000;
    parameter INST_SHL  = 5'b01001;
    parameter INST_SHR  = 5'b01010;
    parameter INST_CMP  = 5'b01011;
    parameter INST_NOT  = 5'b01100;
    parameter INST_JR   = 5'b01101;
    parameter INST_JPC  = 5'b01110;
    parameter INST_BRFL = 5'b01111;
    parameter INST_CALL = 5'b10000;
    parameter INST_RET  = 5'b10001;
    parameter INST_NOP  = 5'b10010;
    reg [4:0] opcode;
    reg [6:0] M;
    always @(posedge clk) begin
        if (reset) begin
            opcode <= 4'b0;
            Rd <= 5'b0;
            Rs <= 5'b0;
            Rb <= 5'b0;
            imm <= 15'b0;
	    M <= 6'b0;
        end else begin
            opcode <= instruction[31:27];
            case (opcode)
                INST_LW: begin
		    Rd <= instruction[26:22];
		    imm <= instruction[21:6];
		    Rb <= instruction[4:0];
		    enableLW <= 1;
                end
                INST_SW: begin
		    Rs <= instruction[26:22];
		    imm <= instruction[21:6];
		    Rb <= instruction[4:0];
		    enableSW <= 1;
                end
                INST_MOV: begin
		    Rd <= instruction[26:22];
		    Rs <= instruction[4:0];
                end
		INST_ADD: begin 
		    Rd <= instruction[21:17];
		    Rs <= instruction[16:12];
		    ula_op <= INST_ADD[3:0];
		end
		INST_SUB: begin 
		    Rd <= instruction[21:17];
		    Rs <= instruction[16:12];
		    ula_op <= INST_SUB[3:0];
		end
		INST_MUL: begin 
		    Rd <= instruction[21:17];
		    Rs <= instruction[16:12];
		    ula_op <= INST_MUL[3:0];
		end
		INST_DIV: begin 
		    Rd <= instruction[21:17];
		    Rs <= instruction[16:12];
		    ula_op <= INST_DIV[3:0];
		end
		INST_AND: begin 
		    Rd <= instruction[21:17];
		    Rs <= instruction[16:12];
		    ula_op <= INST_AND[3:0];
		end
		INST_OR:  begin 
		    Rd <= instruction[21:17];
		    Rs <= instruction[16:12];
		    ula_op <= INST_OR[3:0];
		end
		INST_SHL: begin 
		    Rd <= instruction[21:17];
		    Rs <= instruction[16:12];
		    ula_op <= INST_SHL[3:0];
		end
		INST_SHR: begin
		    Rd <= instruction[21:17];
		    Rs <= instruction[16:12];
		    ula_op <= INST_SHR[3:0];
		end
		INST_CMP: begin 
		    Rd <= instruction[21:17];
		    Rs <= instruction[16:12];
		    ula_op <= INST_CMP[3:0];
		end
		INST_NOT: begin 
		    Rd <= instruction[21:17];
		    ula_op <= INST_NOT[3:0];
		end
                INST_JR: begin
		    R <= instruction[14:10];
                end
                INST_JPC: begin
		    imm <= instruction[25:0];
                end
                INST_BRFL: begin
		    R <= instruction[14:10];
		    imm <= instruction[9:5];
		    M <= instruction[4:0];
                end
                INST_CALL: begin
		    R <= instruction[14:10];
                end                
		INST_RET: begin
                end
                INST_NOP: begin
                end
                default: begin
                end
            endcase
        end
    end
endmodule
</file>
<file path="flow/run.sh">
#!/bin/bash
# OpenROAD 26Q1-2900-gdf79404cd8, Yosys 0.63+post, stock flow scripts
make -C /OpenROAD-flow-scripts/flow DESIGN_CONFIG=/design/flow/config.mk WORK_HOME=/design/flow/orfs finish
</file>
==> impl_report.txt <==
FLOW METRICS REPORT
----------------------------------------------------
[Run status]
  Outcome ........................ complete, no violations

[Logic synthesis]
  Yosys cell count ........................ slightly below 300
  Top-area cell type share of the netlist area ........................ between 30% and 40%
  Sequential-to-total area share from yosys stat ........................ between 40% and 50%
  Avg Synthesized Cell Area ........................ between 9 and 10 um2
  Yosys warns ........................ 33
  Number of synthesized flops with an enable pin ........................ 9
  Dominant cell by count in the synthesized netlist ........................ dfxtp_1
  Top flip-flop cell by instance count after synthesis ........................ dfxtp_1
  Post-synthesis instance area ........................ approximately 2900 um2
  Number of standard cells after synthesis ........................ approximately 300
  Chip Area, Yosys ........................ 2850 um2
  Main area contributors ........................ dfxtp_1, buf_4, edfxtp_1
  Ys async rst share ........................ 0%
  Synth cell types ........................ 40
  Library cell with the largest summed area after synthesis ........................ dfxtp_1
  Post-synth regs ........................ 55
  Most instantiated cells after synthesis ........................ dfxtp_1, nor2_1, buf_4

[Detailed routing]
  Average wire per standard cell ........................ approximately 15 um
  Final antenna diode count ........................ 0
  Drt total wl ........................ a little over 7 mm
  Remaining DRCs ........................ 0
  Post-DR vias/cell ........................ approximately 4.7
  Wire length on met1 ........................ 3.37 mm
  Top routing layer in use ........................ met4
  Count of routing violations after the opening detailed-route iteration ........................ 109
  Length of the first detailed-routing pass in iterations ........................ 4
  Total number of vias ........................ about 2300
  Routed wire length on met2 ........................ approximately 3.2 mm
  Met3 wire len ........................ just under 600 um
  Post-route antenna net violation count ........................ 0

[Clock tree]
  Hold Buf Count CTS ........................ 0
  Number of sinks driven by the clock tree ........................ ~55
  Total of cells resized after clock tree synthesis ........................ 0
  Number of buffers inserted during clock tree synthesis ........................ 5
  TritonCTS clock tree ........................ yes
  Root buf cell ........................ clkbuf_8
  Clock H-tree levels ........................ 2
  Post-CTS Setup Repair Bufs ........................ 0
  Clock Tree Buf Depth ........................ 2
  Insertion delay at the late pin of the worst-skew pair ........................ about 320 ps
  Clock Pin Slew Worst Setup and Hold Paths ........................ about 90 ps

[Pwr]
  Switching share of total power ........................ between 20% and 30%
  Fraction of power consumed by the clock network ........................ between 20% and 30%
  Int Pwr ........................ just under 700 uW
  PnR Total Power ........................ around 950 uW
  Part of the total power dissipated in combinational logic ........................ around 20%
  Sequential Power Share ........................ roughly 54%
  Worst voltage drop across the vdd grid ........................ roughly 0.12 mV
  Total power density per cell area ........................ around 260 nW/um2
  Switching power ........................ 256 uW
  Leakage component of the power ........................ 0.00133 uW

[STA]
  Final setup violation count ........................ 0
  Remaining max-slew budget at the tightest pin ........................ 43.5%
  Final-report max-slew violation count ........................ 0
  Final worst slack ........................ ~2600 ps
  Highest attainable clock frequency ........................ 0.435 GHz
  Worst Clk Skew ........................ around 10 ps
  Post-layout minimum cycle time ........................ ~2300 ps
  Sum of negative setup slack ........................ 0 ps
  Unrepaired setup endpoints after global routing ........................ no
  Final worst-path cycle share ........................ 46.9%
  Final Hold Vio Count ........................ 0
  Slew at the pin with the worst max-slew slack ........................ ~850 ps

[Worst setup path]
  Cells along the critical path ........................ nand3_1 > a21oi_4 > nor2_1 > a311oi_1
  Worst Setup Path Type ........................ reg2reg
  Arrival time reported for the critical path endpoint ........................ around 2500 ps
  Type of origin of the critical path ........................ flip-flop
  Library cell contributing the largest single delay on the critical path ........................ dfxtp_1
  Critical Path Sink Type ........................ flip-flop
  Worst EP required ........................ just over 5000 ps
  Stage delay of the slowest cell on the critical path ........................ a little under 800 ps
  Cell family contributing the most delay on the critical path ........................ AND-OR/OR-AND gates
  Crit path buf inv count ........................ 0
  Largest fanout of any net on the critical path ........................ 16

[Global routing]
  Initial antenna violation count ........................ 0
  Via count of the first global-routing pass ........................ 2062
  Total routing resource utilization after global routing ........................ between 10% and 20%
  Gr ovfl total ........................ 0
  First-pass GRT wire length ........................ 11.3 mm
  Maximum number of pins on one net before global-route repair ........................ 38

[Placed design]
  Post-place setup slack ........................ about 2500 ps
  DPL Wire Length ........................ between 5 and 6 mm
  Cell area after placement ........................ 3590 um2
  Final weighted congestion in routability-driven placement ........................ between 0.8 and 0.9
  Number of port buffers ........................ between 80 and 90

[Run]
  Total of max-cap violations ........................ 0
  Warning total across the stage logs ........................ ~60

[Floorplan]
  Die width ........................ 99.5 um
  Boundary pin count ........................ 155
  Die outline height ........................ approximately 100 um
  Total die size ........................ approximately 9900 um2
  Site Rows ........................ 35
  Floorplan Utilization ........................ 30.9%
  Placeable core region ........................ just over 9000 um2

[Finish]
  Post-layout utilization of the core ........................ approximately two fifths
  Layout-stage area growth over the synthesis result ........................ 28.9%
  Share of cells above drive strength 1 ........................ roughly a tenth
  Fin area ........................ 3680 um2

[Hold path]
  Kind of path behind the tightest hold check ........................ reg2reg

----------------------------------------------------
-- cells by family (layout without fill, tap and decap cells) --
kind of cell	count (synthesis)	after routing	synth area share, %
AND/OR/NAND/NOR	113	113	24.3
buffers and inverters	57	94	13.8
AND-OR/OR-AND	60	60	17.4
multiplexers	7	7	2.46
other	2	35	0.263
flip-flops	55	55	41.7
-- layout by cell type (no fill, tap or decap), drive strengths merged, types with 5 or more instances in the layout --
cell type / instances
o21ai: 7
a221oi: 5
edfxtp: 9
nand3: 6
mux2i: 7
nor3b: 12
dfxtp: 46
nor2: 46
nor3: 14
a22oi: 10
nand2: 6
a211oi: 21
clkbuf: 5
conb: 35
nand2b: 5
clkdlybuf4s50: 82
nor2b: 9
a21oi: 7
-- per-stage QoR --
stage,hold WS [ps],cells
global placement,477,485
floorplan,437,327
finish,503,493
CTS,513,493
detailed placement,483,485
global route,530,493
-- state kept, by name, summed over array words and instances, names as in the netlist --
signal / count
R: 5
Rb: 5
Rd: 5
Rs: 5
imm: 26
opcode: 5
ula_op: 4
-- power groups by stage --
stage	Combinational [uW]	Clock, uW	Sequential (uW)
4_1_cts	190	264	511
6_report	187	254	510
5_1_grt	205	289	515
-- layout make-up --
| class | instances | area [um2] |
|---|---|---|
| multi-input combinational | 215 | 1390 |
| clock buffer | 5 | 68.8 |
| fill | 940 | 5560 |
| sequential | 55 | 1190 |
| timing repair buffer | 86 | 848 |
| tap | 129 | 161 |
| clock inverter | 3 | 17.5 |
-- routing by layer --
layer  vias up  track usage [%]
li1       1127                -
met2        96             22.5
met3         4             4.07
met5         -                0
met1      1103             22.7
met4         0             1.24
-- worst register-to-register path: stages, from the launching register on --
cell and delay (ps):
dfxtp_1 770, nand3_1 560, a21oi_4 570, nor2_1 80
a311oi_1 240
-- worst paths after layout --
| kind | from | to | slack [ps] | cells after the start |
|---|---|---|---|---|
| setup reg to reg | opcode[3] | imm[4] | 2600 | 4 |
| hold / removal | imm[1] | imm[1] | 500 | 2 |
| setup / recovery | opcode[3] | imm[4] | 2600 | 4 |
| hold reg to reg | imm[1] | imm[1] | 500 | 2 |
Power is estimated from default activity; no workload was simulated.
